File: ./config.mk
export PLATFORM = sky130hd
export DESIGN_NAME = keyboard
export DESIGN_NICKNAME = keyboard
export VERILOG_FILES = /design/flow/design.v
export SDC_FILE = /design/flow/constraint.sdc
export NUM_CORES = 4
export LEC_CHECK = 1
export CORE_AREA = 10 10 82 82
export DIE_AREA = 0 0 92 92
File: ./constraint.sdc
current_design keyboard

set clk_period 2.5
set clk_io_pct 0.2

create_clock -name clk0 -period $clk_period [get_ports {clk_k}]

set non_clock_inputs [all_inputs -no_clocks]
set_input_delay [expr $clk_period * $clk_io_pct] -clock clk0 $non_clock_inputs
set_output_delay [expr $clk_period * $clk_io_pct] -clock clk0 [all_outputs]
File: ./design.v
module keyboard(
  input bit clk_k,  
  input bit data,  
  output bit [7:0] led,  
  output bit parity_error,  
  output bit rdy);  
  reg [9:0] register; 
  bit [3:0] counter; 
  assign led = register[9:2];
  assign parity = register[1];
  always_ff@(negedge clk_k)
    begin
      register <= {register[8:0], data};
      if(counter == 4'b1011)
        counter <= 4'b0000; 
      else 
        counter <= counter + 4'b1;  
    end     
  always_ff@(posedge clk_k)
    begin
      if(counter == 4'b1011) 
        if(!parity == ^led)
          rdy <= 1'b1;
        else 
          parity_error <= 1'b1;
      else begin
        rdy <= 1'b0;
        parity_error <= 1'b0; 
      end 
    end 
endmodule 
File: ./run.sh
#!/bin/bash
# OpenROAD 26Q1-2900-gdf79404cd8, Yosys 0.63+post, stock flow scripts
make -C /OpenROAD-flow-scripts/flow DESIGN_CONFIG=/design/flow/config.mk WORK_HOME=/design/flow/orfs finish
==> flow_summary.json <==
{
  "outcome": "complete, but fails checks",
  "violated_checks": "negative setup slack",
  "wl_um": 1040,
  "clock_power_share_pct": 45.4,
  "dr.pass1.iters": 2,
  "switching_power_w": 0.000159,
  "hold_depth": 0,
  "fin_ws_ns": -0.166,
  "startpoint_kind_of_the_worst_setup_timing_path": "register",
  "via_per_inst": 2.57,
  "critPathArrivalTime_ns": 2.81,
  "num_rows": 26,
  "remaining_drc_errors": 0,
  "crit-reg2reg-launch": "register[8]$_DFF_N_",
  "warning_count": 42,
  "boundaryPins": 12,
  "top_layout_cells": "sky130_fd_sc_hd__inv_1, sky130_fd_sc_hd__dfxtp_2, sky130_fd_sc_hd__dfxtp_1, sky130_fd_sc_hd__buf_4, sky130_fd_sc_hd__buf_2",
  "yosysWarningCount": 2,
  "io_buffers": 11,
  "power.share.sequential_pct": 45.5,
  "overflow_after_grt": 0,
  "yosysChipArea_um2": 552,
  "finish.utilization_pct": 16.8,
  "syn_area_um2": 552,
  "critPathRequiredTime_ns": 2.64,
  "post_cts_hold_fix_bufs": 0,
  "timing.slew.headroom_pct": 85.8,
  "tritoncts": "yes",
  "syn_inst": 46,
  "clkSinkCount": 16,
  "die_width_um": 92,
  "report.power.total_w": 0.000599,
  "initial_utilization_pct": 10.9,
  "hpwl_um": 714,
  "p_leak_nw": 0.400,
  "cts_htree_levels": 1,
  "grt.total_usage_pct": 2.38,
  "hold_path_startpoint": "register[0]$_DFF_N_",
  "antenna-diode-count": 0,
  "cts_inserted_buffers": 3,
  "ys.flops": 16,
  "clk_transition_reported_paths_ns": 0.06,
  "antenna_viol_nets_final": 0,
  "mostFrequentLayoutCell": "sky130_fd_sc_hd__inv_1",
  "finalWeightedCongestion": 0.712,
  "vias": 368,
  "critical_path_peak_fanout": 2,
  "worst_tran_pin_value_ns": 0.212,
  "rr_worst_depth": 5,
  "drt_iter0_markers": 7,
  "global_route_wire_length_before_repair_um": 1670,
  "synth.lib_cells_used.distinct": 16,
  "grt_max_degree": 9,
  "worst_setup_path_end_kind": "register",
  "yosys.stat.seqShare_pct": 58.0,
  "grt_antenna_before_repair": 0,
  "layout-drive-gt1-share_pct": 41.1,
  "dieHeight_um": 92,
  "maxSlewViolCount": 0,
  "timing.hold.worst.class": "register to register",
  "buffer_cell_driving_the_clock_tree_root": "sky130_fd_sc_hd__clkbuf_8",
  "p_int_w": 0.000440,
  "design.core.area_mm2": 0.00507,
  "synth.yosys.num_cells": 46,
  "synth.avg_cell_area_um2": 12.0,
  "setup_violations": 5,
  "wl_per_cell_um": 7.24,
  "worst_skew_pair.late_latency_ns": 0.32,
  "power_frac_comb_pct": 9.1,
  "worst-setup-path-type": "register to register",
  "drv_cap": 0,
  "max_root_sink_buffers": 2,
  "worst_setup_path_startpoint": "register[8]$_DFF_N_",
  "timing_hold_violations_final": 0,
  "layout-area-overhead-vs-synth_pct": 54.6,
  "cellPowerDensity_mw_per_mm2": 702,
  "clock_skew_ns": 0.0705,
  "chip_area_mm2": 0.00846,
  "grt_pass1_vias": 360,
  "peakVddDrop_mv": 0.243,
  "rsz0062_at_grt": "true",
  "power_switching_share_pct": 26.5
}
-- state kept, by name, summed over array words and instances, names as in the netlist --
signal,flops
register,10
counter,4
parity_error,1
rdy,1
-- Yosys cell counts (all sizes together) --
cell / number / area [um2]
dfxtp: 16 / 320
buf: 8 / 60.1
xnor2: 5 / 51.3
a21oi: 2 / 10.0
inv: 2 / 7.51
nand2b: 2 / 12.5
nand3: 2 / 10.0
o21ai: 2 / 10.0
and2: 1 / 6.26
ha: 1 / 12.5
nand2: 1 / 3.75
nor2b: 1 / 6.26
o21ba: 1 / 10.0
xnor3: 1 / 22.5
xor2: 1 / 8.76
-- worst max-delay path, cell delays in order (launching register included) --
cell and delay, ns:
sky130_fd_sc_hd__dfxtp_2 0.31, sky130_fd_sc_hd__buf_6 0.12, sky130_fd_sc_hd__xnor2_4 0.11, sky130_fd_sc_hd__xnor3_1 0.34
sky130_fd_sc_hd__xnor2_1 0.16, sky130_fd_sc_hd__o21ba_1 0.20
-- power groups by stage --
stage	Sequential, W	Combinational, W	Clock [W]
after CTS	0.000272	0.0000500	0.000280
after global routing	0.000273	0.0000586	0.000310
final	0.000273	0.0000544	0.000272
-- routing by layer --
metal	track usage (%)	vias to the layer above	part of all wire [%]
met4	0.771	0	3.9
met5	0	-	0
met3	1.07	2	8.9
li1	-	193	-
met2	2.94	14	34
met1	3.52	159	53
-- what timing repair did --
action	in CTS	in global routing
gates cloned	0	0
pin swaps	4	1
setup buffers	4	0
gates resized	31	5
endpoints found under the setup margin	10	7
-- cell type report --
type	instances	area, um2
sequential	16	334
inverter	1	3.75
tap	70	87.6
clock buffer	3	41.3
fill	566	4220
timing repair buffer	19	144
clock inverter	14	52.6
multi-input combinational	20	190
-- stage by stage --
stage          area [um2]  instances  worst slack, ns  hold slack [ns]  setup TNS, ns
2_1_floorplan         554         46          -0.0143            0.310        -0.0143
3_3_place_gp          722        123           -0.112            0.315         -0.509
3_5_place_dp          722        123           -0.112            0.312         -0.587
4_1_cts               825        143           -0.144            0.315         -0.386
5_1_grt               853        143           -0.214            0.332         -0.634
6_report              853        143           -0.166            0.316         -0.414
-- final timing paths --
kind | to | slack (ns)
setup / recovery | rdy$_SDFFE_PP0N_ | -0.17
hold / removal | register[1]$_DFF_N_ | 0.32
setup reg to reg | rdy$_SDFFE_PP0N_ | -0.17
hold reg to reg | register[1]$_DFF_N_ | 0.32
-- kinds of logic after synthesis --
kind of cell / count (synthesis) / synth area share [%]
DFF: 16 / 58.1
xor gates and xnor gates: 7 / 15.0
and+or+nand+nor: 7 / 7.03
adders and majority gates: 1 / 2.27
AOI/OAI and AO/OA: 5 / 5.44
buffers and inverters: 10 / 12.2
Power is estimated from default activity; no workload was simulated.
